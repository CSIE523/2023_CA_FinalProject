==> ./design.v <==
module ForwardHazard(clk, rst, EXE_MEM_RD, EXE_write_enable, ID_MEM_RS1, ID_MEM_RS2, forward_1a, forward_1b);
input clk, rst;
input [4:0]EXE_MEM_RD, ID_MEM_RS1, ID_MEM_RS2;
input EXE_write_enable;
output reg forward_1a;
output reg forward_1b;
always@(posedge clk or posedge rst)begin
    if(rst)begin
        forward_1a <= 0;
        forward_1b <= 0;
    end
    else begin
    if(EXE_MEM_RD != 0 && (EXE_MEM_RD == ID_MEM_RS1) && EXE_write_enable == 1)begin
        forward_1a <= 1;
    end
    else begin
        forward_1a <= 0;
    end 
    if(EXE_MEM_RD != 0 && (EXE_MEM_RD == ID_MEM_RS2) && EXE_write_enable == 1)begin
        forward_1b <= 1;
    end
    else begin
        forward_1b <= 0;
    end 
    end
end
endmodule
==> ./run.sh <==
#!/bin/bash
# OpenROAD 26Q1-2900-gdf79404cd8, Yosys 0.63+post, stock flow scripts
make -C /OpenROAD-flow-scripts/flow DESIGN_CONFIG=/design/flow/config.mk WORK_HOME=/design/flow/orfs finish
==> ./config.mk <==
export PLATFORM = sky130hd
export DESIGN_NAME = ForwardHazard
export DESIGN_NICKNAME = ForwardHazard
export VERILOG_FILES = /design/flow/design.v
export SDC_FILE = /design/flow/constraint.sdc
export NUM_CORES = 4
export LEC_CHECK = 1
export CORE_AREA = 10 10 70 70
export DIE_AREA = 0 0 80 80
==> ./constraint.sdc <==
current_design ForwardHazard

set clk_period 1.0
set clk_io_pct 0.2

create_clock -name clk0 -period $clk_period [get_ports {clk}]

set non_clock_inputs [all_inputs -no_clocks]
set_input_delay [expr $clk_period * $clk_io_pct] -clock clk0 $non_clock_inputs
set_output_delay [expr $clk_period * $clk_io_pct] -clock clk0 [all_outputs]
==> qor.csv <==
stage;metric;value;unit
clock_network;tritoncts;yes;
final_timing;drv_slew;0;
global_routing;grt_start_max_net_pins;4;
setup_path;crit_type;in -> reg;
cells_and_area;fin_area;480;µm²
synthesis;ys_seq_frac;0.282;
detailed_routing;vias;230;
detailed_routing;drt_iter0_markers;0;
final_timing;worst_slew_pin_slew;0.198;ns
cells_and_area;drive_gt1_frac;0.318;
final_timing;finalCritPeriodShare;0.967;
clock_network;cts_setup_buffers;0;
synthesis;synth-cells-yosys;19;
power;p_sw_frac;0.241;
power;power_density;811;mW/mm²
cells_and_area;area_growth;170;%
final_timing;maxSlewHeadroom;0.867;
floorplan;fp.dieW;80;µm
global_routing;grt_pass1_vias;288;
power;p_seq_frac;0.214;
setup_path;slowest_stage;clkdlybuf4s50_1;
final_timing;rsz0062_at_grt;no;
clock_network;clockBufferDepth;2;
synthesis;top_area_frac;0.296;
clock_network;path_clk_slew;0.03;ns
setup_path;cp_max_fo;2;
global_routing;grt.overflow.total;0;
flow_run;drv_cap;0;
power;power.switching;93.8;µW
global_routing;grt_pass1_wl;1.48;mm
final_timing;min_period;0.967;ns
power;static-leakage-power;0.192;nW
placed_design;gp_congestion;0.786;
synthesis;synth_area_per_cell;9.35;µm²
floorplan;die_y;80;µm
synthesis;ys.flops;2;
setup_path;path_buffers;1;
power;clkPwrFrac;0.457;
synthesis;largest_area_cell;xnor2_1;
synthesis;syn_area;178;µm²
detailed_routing;routed_wl;906;µm
setup_path;crit_chain;clkdlybuf4s50_1 -> nand4_1 -> nor4_2;
synthesis;netlist_instances;19;
power;peakVddDrop;0.194;mV
power;p_total;389;µW
setup_path;cp_slowest_stage_delay;0.50;ns
run_status;status;finished clean;
setup_path;endpoint_kind;flop;
final_timing;final-setup-viol-count;0;
global_routing;track_usage;0.0296;
floorplan;fp-utilization;0.0520;
placed_design;dp.cells;87;
detailed_routing;first_pass_iters;1;
final_timing;hold_slack;0.129;ns
flow_run;warnings;26;
detailed_routing;post_drt_wl_per_cell;10.1;µm
setup_path;critPathLaunchType;input pin;
placed_design;port_buffers;19;
setup_path;cp_data_required_time;1.12;ns
detailed_routing;n_antenna_cell;0;
clock_network;htreeDepth;1;
global_routing;grt_antenna_before_repair;0;
cells_and_area;stdcell_count;90;
floorplan;die-area;0.00640;mm²
placed_design;placed_area;448;µm²
synthesis;synthTopCellsByArea;xnor2_1 (30%), dfrtp_1 (28%), xor2_1 (20%);
power;power_frac_comb;0.329;
floorplan;ios;20;
final_timing;max_freq;1030;MHz
cells_and_area;utilization;0.141;
synthesis;synth_cell_types;8;
detailed_routing;antenna_left;0;
floorplan;num_rows;21;
clock_network;hold_buffers;0;
clock_network;clock_sinks;2;
clock_network;cts_made_buffers;3;
setup_path;critPathTopFamily;buffers and inverters;
detailed_routing;vias_per_cell;2.56;
final_timing;timing.final.hold_violations;0;
floorplan;core_area;0.00342;mm²
synthesis;yosys-stat-area;178;µm²
hold_path;hold_path.class;in -> async;
setup_path;arrival;1.09;ns
detailed_routing;route.detailed.drc;0;
clock_network;cts_root_buf;clkbuf_4;
cells_and_area;num-fill-cells;400;
power;p_int;296;µW
synthesis;yosys_warnings;1;
==> state kept, by name (all words and copies together), names as in the netlist <==
name        count
forward_1b      1
forward_1a      1
==> Yosys cell counts <==
cell,count
inv_1,1
or4_1,1
nor2_1,1
xor2_1,4
nor4_1,2
nand4_1,2
dfrtp_1,2
xnor2_1,6
==> power by group through the flow <==
stage | Combinational, mW | Sequential (mW) | Clock (mW)
after CTS | 0.131 | 0.0833 | 0.191
after global routing | 0.141 | 0.0832 | 0.201
final | 0.128 | 0.0833 | 0.178
==> routing by layer <==
metal	global-route usage	share of wire	vias to the layer above
met5	0	0	-
met2	0.0361	0.32	18
met4	0.00528	0.0088	0
met1	0.0359	0.43	94
li1	-	-	116
met3	0.0295	0.24	2
==> repair_timing <==
action	4_1_cts	5_1_grt
endpoints found under the setup margin	4	2
resized	28	2
pin swaps	10	3
==> final cells by class <==
cell class                 count  area [µm²]  share of cell area
inverter                       1        3.75             0.00781
sequential                     2        50.0               0.104
tap                           46        57.6               0.120
timing repair buffer          22         191               0.398
clock buffer                   3        22.5              0.0469
multi-input combinational     16         155               0.323
==> cell families (layout without fill, tap and decap cells) <==
| logic type | Yosys count | after routing | synth area share |
|---|---|---|---|
| buffers and inverters | 1 | 26 | 0.0211 |
| xor gates and xnor gates | 10 | 10 | 0.493 |
| DFF | 2 | 2 | 0.282 |
| and+or+nand+nor | 6 | 6 | 0.204 |
==> metrics by stage <==
step / worst slack, ns / setup TNS (ns)
finish: 0.0326 / 0
CTS: 0.000924 / 0
detailed placement: -0.528 / -1.06
global placement: -0.481 / -0.962
floorplan: -0.00633 / -0.0127
global route: 0.00501 / 0
==> placed cells by master (no fill, tap or decap) <==
cell,synthesis,routed
dlygate4sd2_1,0,8
clkdlybuf4s50_1,0,6
xnor2_1,6,5
xor2_1,4,4
clkbuf_4,0,3
nand4_1,2,2
nor4_2,0,2
dfrtp_1,2,2
buf_2,0,2
clkdlybuf4s15_1,0,2
buf_4,0,2
or4_4,0,1
nor2_4,0,1
xnor2_2,0,1
inv_1,1,1
clkbuf_2,0,1
buf_6,0,1
==> worst max path at each step <==
| stage | end | cells after the start | slack [ns] | startpoint |
|---|---|---|---|---|
| global route | forward_1b | 3 | 0.005 | EXE_write_enable |
| finish | forward_1b | 3 | 0.03 | EXE_write_enable |
| CTS | forward_1a | 5 | 0.0009 | EXE_MEM_RD[1] |
Power is estimated from default activity; no workload was simulated.
